## ./config.mk

```make
export PLATFORM = sky130hd
export DESIGN_NAME = gamecentre
export DESIGN_NICKNAME = gamecentre
export VERILOG_FILES = /design/flow/design.v
export SDC_FILE = /design/flow/constraint.sdc
export NUM_CORES = 4
export LEC_CHECK = 1
export CORE_UTILIZATION = 40
```

## ./constraint.sdc

```tcl
current_design gamecentre

set clk_period 3.6
set clk_io_pct 0.2

create_clock -name clk0 -period $clk_period [get_ports {clk}]

set non_clock_inputs [all_inputs -no_clocks]
set_input_delay [expr $clk_period * $clk_io_pct] -clock clk0 $non_clock_inputs
set_output_delay [expr $clk_period * $clk_io_pct] -clock clk0 [all_outputs]
```

## ./design.v

```verilog
module gamecentre(
									clk,
									rst,
									in_up,						 
									gpu_en,					  
									dino_y,				    
									obstacle_x,       
									state            
									);
input   				  clk;
input 						rst;
input 						in_up;						
output	 					gpu_en;		
output[15:0] 			dino_y; 							
output[15:0]			obstacle_x;						
output[1:0]				state;				  
reg								gpu_en;
reg[15:0]    			dino_y; 
reg[15:0]	  			obstacle_x;	
reg[1:0]					state;				    
reg[2:0]    			dino_state;       
reg[1:0] 					pin_pos;			    
reg								con_jump;				  
reg[9:0]    			con;              
reg[9:0]    			con1;						  
reg								con_over;				  
parameter					init = 0;				 
parameter					go   = 1;				 
parameter					jump = 2;				 
parameter					over = 3;				 
parameter   			dino_go    = 0;  
parameter  				dino_jump1 = 1;	 
parameter   			dino_jump2 = 2;	 
parameter   			dino_jump3 = 3;	 
parameter  			  dino_jump4 = 4;	 
parameter         dino_x = 16;		 
parameter   			dino_x_right = 32;		 
parameter   			obstacle_high= 26;     
parameter   			width  = 16;						 
parameter					division = 50;				 
wire[15:0]				obstacle_x_right; 
wire							pin_up_edge;
assign 						pin_up_edge = pin_pos[0]&(!pin_pos[1]);			 
assign      			obstacle_x_right = obstacle_x + width;     
always@(posedge clk or negedge rst)begin
	if(~rst)begin
		gpu_en  <= 0;
		state		<= 0;
		pin_pos <= 0;	
		con1		<= 0;
		con_jump <= 0;
		dino_state <=0;
	end
	else begin 						
		pin_pos[1] <= pin_pos[0]; 
		pin_pos[0] <= in_up;																 
		case(state)
			init: begin																			 
				if(pin_up_edge == 1)begin
					state <= go;																 
					gpu_en <= 1;
					dino_state <= dino_go;
				end
				dino_y <= 16'd0;   
			end
			go: begin																			 
				if(dino_state == dino_go)begin							 
					if(pin_up_edge == 1)begin										 
						state <= jump;													 
						dino_state <= dino_jump1;
						dino_y <= 16'd0;
				  end
				end
				else begin																		 
					state <= jump;
				end
				if(con_jump)begin  																 
					if(obstacle_x_right == dino_x)begin  						 
						if(dino_y < obstacle_high)begin								 
							state <= over;
						end
					end
				end
				if(~con_jump) begin																 
					if(obstacle_x == dino_x_right)begin  						 
						if(dino_y < obstacle_high)begin								 
							state <= over;
						end
					end
				end
			end
			jump: begin																		 
				case (dino_state)											 
					dino_go:begin
						if(con1 == division)begin	
							con_jump <= 0;
							dino_y <= 16'd0;
						  state <= go;														 
						  con1 <= 0;
						end
						else begin
							con1 <= con1+1;
						end
					end
					dino_jump1:begin
						if(con1 == division)begin																 
		 					dino_y <= 16'd15;
		 					con1 <= 0;
							if(con_jump == 0)begin										 
						  	dino_state <= dino_jump2;
						  end
						  else begin
						  	dino_state <= dino_go;									 
						  end
						  state <= jump;
						end
						else begin
							con1 <= con1+1;
						end					
					end
					dino_jump2:begin
						if(con1 == division)begin											 
							dino_y <= 16'd27;
							con1 <= 0;
						  if(con_jump == 0)begin										 
						  	dino_state <= dino_jump3;
						  end
						  else begin
						  	dino_state <= dino_jump1;									 
						  end
						  state <= jump;
						end
						else begin
							con1 <= con1+1;	
						end				
					end
					dino_jump3:begin
						if(con1 == division)begin	
							dino_y <= 16'd34;
							con1 <= 0;
						  if(con_jump == 0)begin										 
						  	dino_state <= dino_jump4;
						  end
						  else begin
						  	dino_state <= dino_jump2;									 
						  end
						  state <= jump;
						end
						else begin
							con1 <= con1+1;
						end						
					end
					dino_jump4:begin
						if(con1 == division)begin	
							dino_y <= 16'd36;
						  dino_state <= dino_jump3;
						  con_jump <= 1;
						  state <= jump;
						  con1 <= 0;
						end
						else begin
							con1 <= con1+1;
						end
					end
				default: state<= go;	
				endcase
				if(con_jump)begin  																 
					if(obstacle_x_right == dino_x)begin  						 
						if(dino_y < obstacle_high)begin								 
							state <= over;
						end
					end
				end
				if(~con_jump) begin																 
					if(obstacle_x == dino_x_right)begin  						 
						if(dino_y < obstacle_high)begin								 
							state <= over;
						end
					end
				end
			end
			over: begin																		 
				if(pin_up_edge == 1)begin
					state <= init;																 
				end
				else begin
					gpu_en <= 0;																 
					state <= over;
				end	
			end
		default:	state<=init;	
		endcase
	end
end
always@(posedge clk or negedge rst)begin														 
	if(~rst)begin
		obstacle_x <=0;
		con <= 0;
	end
	else begin
		if(state == init)begin
			obstacle_x	<= 16'd232;														 
		end
		else if(state == over)begin
			if(pin_up_edge == 1)begin
				obstacle_x <= 16'd240;								        	 
			end
		end
		else if(state == go | state == jump)begin
			if(obstacle_x < 10)begin							 							 
				obstacle_x <= 16'd240;
			end  
			else if(con == division)begin																 
			 	obstacle_x	<= obstacle_x - 8; 										 
			 	con <= 0;
			end
			else begin
				con <= con+1;
			end
		end
	end
end
endmodule
```

## ./run.sh

```bash
#!/bin/bash
# OpenROAD 26Q1-2900-gdf79404cd8, Yosys 0.63+post, stock flow scripts
make -C /OpenROAD-flow-scripts/flow DESIGN_CONFIG=/design/flow/config.mk WORK_HOME=/design/flow/orfs finish
```

==> CHANGELOG.md <==
### Metrics

- Status: finished clean
- Synth mux share: 1.048%
- # rows: 30
- XOR Share, Synth: 3.974%
- Yosys warnings: 1
- First-pass GRT wire length: 9604 um
- Power per cell area: 610.0 nW/um^2
- Largest net degree at the start of global routing: 45
- Int Power: 1164 uW
- Clk slew on worst S/H paths: 80 ps
- Setup violators final: 0
- Core area: 6869 um^2
- Final Instance Area: 3183 um^2
- Yosys synthesis chip area: 2865 um^2
- Startpoint Class: register
- Drt first-iter violations: 127
- Adder Share, Synth: 4.367%
- Number of synthesized flops with an enable pin: 5
- Hold Vio Cnt, Final: 0
- Max-cap viol count: 0
- Synth top cells by count: dfrtp_1, nand2_1, o21ai_0, nor2_1, buf_4
- Hold Path Class: register to register
- Reg-to-reg slack, setup: 1100 ps
- DP Worst Slack: 1175 ps
- Switch Pwr: 777.6 uW
- TritonCTS Buffers: 5
- Syn Area/Cell: 9.303 um^2
- Wire per inst: 13.77 um
- CTS tree: yes
- Cell taking the most area after synthesis: dfrtp_1
- Post-Syn Area: 2865 um^2
- Main flop type: dfrtp_1
- CP endpoint kind: register
- Minimum clock period: 2502 ps
- Gate power share: 41.7%
- Sequential Power Share: 42.2%
- Count leader, synth: dfrtp_1
- Clock Power Share: 16.1%
- Fmax: 0.3996 GHz
- RSZ-0062 raised after global routing: no
- Number of cells in Yosys stat: 308
- Relative slew slack: 49.24%
- Pleak: 0.001288 uW
- Vias/cell: 5.380
- Logic area: 1446 um^2
- Cell Type Count: 58
- Reg area: 1252 um^2
- Via Count: 2,265
- Aoi share: 16.94%
- GP Congestion: 0.8532
- Initial antenna violation count: 0
- Num Clock Sinks: 49
- Crit Path Category: register to register
- Cells after synthesis: 308
- Global Route Usage Sum: 16.60%
- Post-CTS setup buffer count: 0
- Final ANT Viol Nets: 0
- Clock latency (worst-skew pair): 300 ps
- Slew @ Worst Pin: 755.6 ps
- CTS Root Cell: clkbuf_8
- Fillers: 640
- Port Buffers: 24
- H-tree levels: 2
- Grt total ovfl: 0
- Placed inst area: 3103 um^2
- Max-area cell share: 37.55%
- Layout cells sized above 1: 4.308%
- Drt pass-1 iters: 5
- Final wirelength: 5797 um
- Simple-gate area share of the yosys netlist: 22.45%
- Setup TNS: 0 ps
- Max Slew Vio Count: 0
- Final WS setup: 1098 ps
- Stage-log warning count: 31
- I/O pin total: 38
- Detail Placement HPWL: 3979 um
- Worst IR Drop VDD: 0.0003399 V
- Remaining routing DRC violations: 0
- ANT cells: 0
- Ys flops: 49
- Synth logic family: simple AND/OR/NAND/NOR gates
- PostCTS Resize Cnt: 0
- Fraction of registers with async set/reset: 89.80%
- Synth Seq Share: 43.71%
- Net Sw Frac: 40.04%
- Worst Skew: 7.872 ps
- Final Cycle Share: 69.51%
- Area growth from synthesis to layout: 11.09%
- Die width: 86.64 um
- Die H: 86.64 um
- Top cells by area: dfrtp_1, edfxtp_1, ha_1, nand2_1, o21ai_0
- Worst EP arrival: 2450 ps
- Max Buffers Root-to-Sink: 2
- Vias in the first global route: 2,002
- CTS Hold Bufs: 0
- Crit Path Max Fanout: 6
- Req. time, crit path: 3550 ps
- Chip area: 7506 um^2
- Floorplan core density: 41.71%
state kept, by name, indices dropped and copies added, names as in the netlist:
name and flops:
con 10, con1 10, con_jump 1, dino_state 5, dino_y 5, gpu_en 1
obstacle_x 13, pin_pos 2, state 2
layout by cell type, fill, tap and decap left out, drive strengths merged, types with 10 or more instances in the layout:
master         netlist  layout
clkdlybuf4s50        0      23
ha                  10      10
a21oi               13      13
nand2               31      31
o21ai               23      23
conb                 1      13
dfrtp               43      43
nand3               13      13
nor2                19      19
per-stage QoR:
step | total power, uW | util, % | hold WS, ps | instances
after global placement | 1625 | 45.17 | 387.7 | 413
after global routing | 2104 | 46.34 | 440.7 | 421
after detailed placement | 1629 | 45.17 | 386.8 | 413
final | 1942 | 46.34 | 408.0 | 421
after floorplan | 1408 | - | 367.7 | 320
after CTS | 1955 | 46.34 | 418.9 | 421
power by group through the flow:
stage / clock network, uW / logic [uW] / registers (uW)
5_1_grt: 349 / 912 / 843
6_report: 312 / 810 / 820
4_1_cts: 330 / 807 / 818
final timing paths:
check | start | depth (start not counted) | endpoint
max in group asynchronous | rst | 2 | dino_state[2]$_DFF_PN0_
min reg2reg | pin_pos[0]$_DFF_PN0_ | 0 | pin_pos[1]$_DFF_PN0_
max reg2reg | con1[0]$_DFFE_PN0P_ | 6 | dino_y[5]$_SDFFCE_PP0P_
max | con1[0]$_DFFE_PN0P_ | 6 | dino_y[5]$_SDFFCE_PP0P_
min in group asynchronous | rst | 2 | obstacle_x[7]$_DFFE_PN0P_
min | pin_pos[0]$_DFF_PN0_ | 0 | pin_pos[1]$_DFF_PN0_
worst max-delay path, stage by stage (launching register included):
cell and delay (ps):
dfrtp_1 430, inv_1 70, ha_1 140, nor3b_1 370, nand4_1 340, a221o_1 420, a21oi_1 380
routing by layer:
metal / global-route usage [%] / wire length (um)
met3: 3.478 / 228
met2: 25.25 / 2693
met1: 26.63 / 2845
met4: 1.364 / 29
met5: 0 / 0
final cells by class:
type	count	area share, %
clock buffer	8	2.516
inverter	9	1.061
multi-input combinational	233	45.44
sequential	49	39.35
tap	96	3.774
timing repair buffer	26	7.862
cells by family after synthesis:
group,Yosys count
multiplexers,3
other,1
AND-OR/OR-AND,74
XOR/XNOR,13
AND/OR/NAND/NOR,120
adder cells (fa/ha/maj),10
buffers and inverters,38
flip-flops,49
No activity file was given, so power comes from the tool's default toggle rates.
