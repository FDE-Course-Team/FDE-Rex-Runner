`/design/flow/config.mk`:
```
export PLATFORM = sky130hd
export DESIGN_NAME = Decider
export DESIGN_NICKNAME = Decider
export VERILOG_FILES = /design/flow/design.v
export SDC_FILE = /design/flow/constraint.sdc
export NUM_CORES = 4
export LEC_CHECK = 1
export CORE_UTILIZATION = 50
```
`/design/flow/design.v`:
```
module Decider(
    clk,rstn,
    addrD,dataD,
    addrT,dataT,
    rex_down,
    obstacle_left,
    game_state
);
input clk,rstn;
input [10:0]addrD;
output [7:0]dataD;
output reg[15:0]addrT;
input [7:0]dataT;
input [15:0]rex_down;
input [15:0]obstacle_left;
input [1:0]game_state;
wire [15:0]posx; 
wire [15:0]posy; 
assign posy[5:0]=~addrD[5:0];
assign posy[15:6]=0;
assign posx[2:0]=3'b0;
assign posx[7:3]=addrD[10:6];
assign posx[15:8]=0;
parameter rex_height=16'd25;
parameter rex_width=16'd24;
parameter rex_left=16'd8;
parameter rex_right=rex_left+rex_width;
wire [15:0]rex_top;
assign rex_top=rex_down+rex_height;
wire [15:0]posx_m_rex_left; 
assign posx_m_rex_left=posx-rex_left;
wire [15:0]posx_m_rex_right; 
assign posx_m_rex_right=posx-rex_right;
wire [15:0]posy_m_rex_top; 
assign posy_m_rex_top=posy-rex_top;
wire [15:0]posy_m_rex_down; 
assign posy_m_rex_down=posy-rex_down;
wire inside_rex;
assign inside_rex=(~posx_m_rex_left[15])&(posx_m_rex_right[15])&(posy_m_rex_top[15])&(~posy_m_rex_down[15]);
parameter addr_rex=10'd0;
parameter obstacle_height=16'd28;
parameter obstacle_width=16'd16;
wire [15:0]obstacle_right;
assign obstacle_right=obstacle_left+obstacle_width;
parameter obstacle_down=16'd0;
parameter obstacle_top=obstacle_down+obstacle_height;
wire [15:0]posx_m_obstacle_left;
assign posx_m_obstacle_left=posx-obstacle_left;
wire [15:0]posx_m_obstacle_right;
assign posx_m_obstacle_right=posx-obstacle_right;
wire [15:0]posy_m_obstacle_top;
assign posy_m_obstacle_top=posy-obstacle_top;
wire [15:0]posy_m_obstacle_down;
assign posy_m_obstacle_down=posy-obstacle_down;
wire inside_obstacle;
assign inside_obstacle=(~posx_m_obstacle_left[15])&(posx_m_obstacle_right[15])&(posy_m_obstacle_top[15])&(~posy_m_obstacle_down[15]);
parameter addr_obstacle=10'd75;
assign dataD=(inside_rex|inside_obstacle)?dataT:8'd0;
always@(posedge clk or negedge rstn)begin
    if(!rstn)begin
        addrT<=0;
    end
    else begin
        if(inside_rex)begin
            addrT<=addr_rex+rex_height*(posx_m_rex_left>>3)+(~posy_m_rex_top)+1;
        end
        else if(inside_obstacle)begin
            addrT<=addr_obstacle+obstacle_height*(posx_m_obstacle_left>>3)+(~posy_m_obstacle_top)+1;
        end
    end
end
endmodule
```
`/design/flow/constraint.sdc`:
```
current_design Decider

set clk_period 6.6
set clk_io_pct 0.2

create_clock -name clk0 -period $clk_period [get_ports {clk}]

set non_clock_inputs [all_inputs -no_clocks]
set_input_delay [expr $clk_period * $clk_io_pct] -clock clk0 $non_clock_inputs
set_output_delay [expr $clk_period * $clk_io_pct] -clock clk0 [all_outputs]
```
`/design/flow/run.sh`:
```
#!/bin/bash
# OpenROAD 26Q1-2900-gdf79404cd8, Yosys 0.63+post, stock flow scripts
make -C /OpenROAD-flow-scripts/flow DESIGN_CONFIG=/design/flow/config.mk WORK_HOME=/design/flow/orfs finish
```
==> notes.md <==
yosys + openroad results -> CP Class in2out, main area contributors ha_1 (31%), inv_1 (8.2%), xnor2_1 (8.1%), ys async rst share 1.00, YS chip area 5540 sq um, Sequential cell area 400 sq um, row cnt 38, Leak 3.77 nW, VDD IR max 215 uV, max-slew violation count 0, status finished clean, Pre-Repair DR Iteration Count 4, clock tree sinks 16, total gr overflow 0, worst r2r src addrT[5], Via density 5.05, Mean Syn Cell Area 8.25 sq um, Fmax 156 MHz, aggregate routed wire length 11.4 mm, Final Critical Period 6.42 ns, Worst setup EP type primary output, period utilisation layout 0.972, Init Core Util 0.513, final instance area 7280 sq um, layout cell share with drive strength beyond 1 0.156, ANT cells 0, synthesized cell area 5540 sq um, DR WL/cell 11.8 um, Core Box Area 10,800 sq um, chip height 107 um, Synth area leader ha_1, Registers, synthesis 16, final setup violation count 0, clock latency (worst-skew pair) 0.24 ns, P per Cell Area 367 nW/um^2, HP Start addrT[2], Final Hold Fails 0, setup ws final 0.185 ns, Synth Seq Share 0.0723, Boundary Pins 79, Max-cap violations 0, biggest regs addrT: 16 flops, Critical Path RT 5.28 ns, Fill cells 866, worst reg2reg path depth 2, CTS tree yes, logic area 4840 sq um, Initial DRC Count 174, largest register by flop count addrT, number of global-route vias before repair 4,757, Synth cell types 56, Slew headroom 0.513, first-pass GRT wire length 19.6 mm, gpl congestion 0.855, Tool Warnings 51, dpl cell area 7040 sq um, unrepaired setup endpoints after global routing yes, pre-CTS setup slack -0.278 ns, Worst setup SP type primary input, initial antenna violation count 0, largest net degree at the start of global routing 24, Clk pin slew, worst setup/hold paths 0.06 ns, Final Non-Filler Cells 967, drc violations 0, Post-Syn Instances 671, root buffer cell clkbuf_8, gr usage total 0.212, synthesis-to-layout area growth 31.5%, CP arrival 5.10 ns, Power Total 0.00268 W, Vias 4,880, port bufs 76, Clock Skew 0 ns, flip-flops with a built-in enable 0, Hold Buf Count CTS 0, Die X-Extent 107 um, post-route ant nets 0, WHS Path Cells 2, Worst Path Max Fanout 8, die area 11,500 sq um, number of instances in the placed design 961, Area leader share 0.310, Worst-Margin Slew 0.728 ns, Setup crit start addrD[1], Hold WC Path Type reg2reg, main flop type dfrtp_1, max FFs per register 16, cell count in the Yosys report 671, clock buffer depth 2, HPWL after DPL 10.1 mm, Synth Warn # 1, Max H-tree Level 1, TritonCTS buffer count 3
power breakdown:
| group | total [W] | leakage [nW] | switching (W) | internal (W) |
|---|---|---|---|---|
| combinational | 0.00241 | 3.55 | 0.00114 | 0.00128 |
| sequential | 0.000178 | 0.192 | 0.0000287 | 0.000149 |
| clock | 0.0000838 | 0.0288 | 0.0000310 | 0.0000528 |
| total | 0.00268 | 3.77 | 0.00120 | 0.00148 |
layout make-up:
| class | instances | share of cell area |
|---|---|---|
| Clock buffer | 4 | 0.00756 |
| Timing Repair Buffer | 156 | 0.187 |
| Multi-Input combinational cell | 530 | 0.664 |
| Sequential cell | 16 | 0.0550 |
| Tap cell | 140 | 0.0240 |
| Inverter | 121 | 0.0623 |
layout by cell type, fill, tap and decap left out, types with 7 or more instances in the layout:
master and instances:
nand3_1 12, ha_2 7, nor3_1 18, mux2i_1 20
o21ai_0 19, xor2_1 22, ha_1 129, a21oi_1 24
clkdlybuf4s50_1 75, dfrtp_1 16, a21o_1 16, buf_4 80
inv_1 121, fa_1 20, xnor2_1 46, nor2_1 35
o21bai_1 8, and2_1 10, nand2_1 24, o21a_1 9
worst paths after layout:
kind	end	slack, ns
max in group asynchronous	addrT[14]	4.63
worst min register to register	addrT[2]	0.56
worst max register to register	addrT[5]	5.57
worst max-delay path	dataD[4]	0.18
worst min-delay path	addrT[2]	0.56
min in group asynchronous	addrT[0]	1.51
critical path: stages:
cell	delay [ns]
clkdlybuf4s50_1	0.48
inv_1	0.05
ha_1	0.31
ha_1	0.24
fa_2	0.37
a211oi_2	0.23
nor2_1	0.10
a21oi_1	0.24
a21oi_1	0.14
o311ai_1	0.33
buf_4	0.18
mux2i_2	0.24
nand2b_2	0.25
and2_1	0.15
clkdlybuf4s50_1	0.46
synthesized netlist by cell type, types with 8 or more instances:
library cell	count
ha_1	137
fa_1	22
nand2_1	25
dfrtp_1	16
xnor2_1	51
nor2_1	37
o21a_1	9
a21oi_1	27
inv_1	121
nor3_1	18
xor2_1	22
and2_1	11
o21ai_0	24
nand3_1	12
mux2i_1	21
a21o_1	16
o21bai_1	8
timing repair:
item / 4_1_cts / 5_1_grt
pin swaps: 0 / 26
cloned: 0 / 0
setup endpoints to repair: 9 / 12
buffers inserted: 0 / 2
resized: 5 / 42
metal layers:
layer  vias to the layer above  part of all wire  global-route usage
met2                        40              0.50               0.404
li1                       2619                 -                   -
met1                      2219              0.47               0.278
met3                         2             0.024             0.00992
met5                         -                 0                   0
met4                         0            0.0041             0.00978
through the flow:
stage                     utilization  TNS [ns]  hold slack, ns
after floorplan                     -         0           0.502
after global placement          0.652     -1.19           0.548
after detailed placement        0.652     -1.45           0.561
after CTS                       0.658         0           0.572
after global routing            0.675   -0.0916           0.599
final                           0.675         0           0.560
cell families after synthesis:
| group | after synthesis | synth area share |
|---|---|---|
| multiplexers | 23 | 0.0427 |
| flip-flops | 16 | 0.0723 |
| AND-OR/OR-AND | 128 | 0.157 |
| XOR/XNOR | 73 | 0.115 |
| adder cells (fa/ha/maj) | 159 | 0.389 |
| buffers and inverters | 125 | 0.0863 |
| AND/OR/NAND/NOR | 147 | 0.137 |
Power figures rest on the tool's default switching activity, not on a simulated workload.
