**run.sh**
```bash
#!/bin/bash
# OpenROAD 26Q1-2900-gdf79404cd8, Yosys 0.63+post, stock flow scripts
make -C /OpenROAD-flow-scripts/flow DESIGN_CONFIG=/design/flow/config.mk WORK_HOME=/design/flow/orfs finish
```
**config.mk**
```make
export PLATFORM = sky130hd
export DESIGN_NAME = GameCenter
export DESIGN_NICKNAME = GameCenter
export VERILOG_FILES = /design/flow/design.v
export SDC_FILE = /design/flow/constraint.sdc
export NUM_CORES = 4
export LEC_CHECK = 1
export CORE_UTILIZATION = 30
```
**constraint.sdc**
```tcl
current_design GameCenter

set clk_period 3.2
set clk_io_pct 0.2

create_clock -name clk0 -period $clk_period [get_ports {clk120kHz}]
create_clock -name clk1 -period $clk_period [get_ports {rstn}]

set non_clock_inputs [all_inputs -no_clocks]
set_input_delay [expr $clk_period * $clk_io_pct] -clock clk0 $non_clock_inputs
set_output_delay [expr $clk_period * $clk_io_pct] -clock clk0 [all_outputs]
```
**design.v**
```verilog
module GameCenter(
									clk120kHz,
									clk24Hz,
									rstn,
									in_up,						 
									rex_down,				    
									obs_left,       
									game_state            
									);
input   				  clk120kHz;
input					clk24Hz;
input 						rstn;
input 						in_up;							
output[15:0] 			rex_down; 							
output[15:0]			obs_left;						
output[1:0]				game_state;				  
reg[15:0]    			rex_down; 
reg[15:0]	  			obs_left;	
reg[1:0]				game_state;				    
reg						rex_falling;				  
parameter				init = 0;				 
parameter				playing = 1;				 
parameter				over = 3;				 
parameter				rex_height = 25;
parameter				rex_width = 24;
parameter         		rex_left = 8;		 
parameter   			rex_right = rex_left+rex_width;		 
wire[15:0]				rex_top;
assign	rex_top = rex_down + rex_height;
parameter   			obs_height= 28;     
parameter   			obs_width = 16;   
parameter				obs_down = 0;
parameter 				obs_top = obs_down+obs_height;
wire[15:0]				obs_right; 
assign      			obs_right = obs_left + obs_width;     
reg clk24HzHistory;
wire clk24HzSpike;
assign clk24HzSpike = (~clk24HzHistory)&clk24Hz;
always@(posedge clk120kHz or negedge rstn)begin
	if(~rstn)begin
		clk24HzHistory<=0;
	end
	else begin
		clk24HzHistory<=clk24Hz;
	end
end
parameter rex_jmp_list_len=12;
parameter rex_jmp_list_tail=rex_jmp_list_len-1;
reg[15:0]	rex_jmp_list[rex_jmp_list_tail:0];
parameter rex_jmp_list_head=0;
reg[7:0]	rex_jmp_ptr;
always@(negedge rstn)begin
	rex_jmp_list[0]<=0;
	rex_jmp_list[1]<=7;
	rex_jmp_list[2]<=13;
	rex_jmp_list[3]<=19;
	rex_jmp_list[4]<=24;
	rex_jmp_list[5]<=29;
	rex_jmp_list[6]<=33;
	rex_jmp_list[7]<=36;
	rex_jmp_list[8]<=38;
	rex_jmp_list[9]<=40;
	rex_jmp_list[10]<=41;
	rex_jmp_list[11]<=42;
end
reg[2:0] in_up_history;
always@(posedge clk120kHz or negedge rstn)begin
	if(~rstn)begin
		in_up_history<=0;
	end
	else begin
		if(clk24HzSpike)begin
			in_up_history[0]<=in_up;
			in_up_history[1]<=in_up_history[0];
			in_up_history[2]<=in_up_history[1];
		end
	end
end
always@(posedge clk120kHz or negedge rstn)begin
	if(~rstn)begin
		game_state <= init;
		rex_falling <= 0;
		rex_down<=0;
		rex_jmp_ptr<=rex_jmp_list_head;
	end
	else begin 
		case(game_state)
			init: begin																			 
				if(clk24HzSpike)begin
					if(in_up_history==3'b001)begin
						game_state <= playing;																 
						rex_jmp_ptr<=rex_jmp_list_head;
						rex_falling<=1;
					end  
				end
			end
			playing: begin																	 
				if((obs_left>=rex_right)|(rex_left>=obs_right)|(obs_down>=rex_top)|(rex_down>=obs_top))begin 
					if(clk24HzSpike)begin
						rex_down<=rex_jmp_list[rex_jmp_ptr];
						if(rex_falling)begin
							if(rex_jmp_ptr!=rex_jmp_list_head)begin
								rex_jmp_ptr<=rex_jmp_ptr-1;
							end
							else if(in_up_history==3'b001)begin
								rex_falling<=0;
							end
						end
						else begin
							if(rex_jmp_ptr!=rex_jmp_list_tail)begin
								rex_jmp_ptr<=rex_jmp_ptr+1;
							end
							else begin
								rex_jmp_ptr<=rex_jmp_ptr-1;
								rex_falling<=1;
							end
						end
					end
				end
				else begin 
					game_state<=over;
				end
			end
			over: begin																		 
				if(clk24HzSpike)begin
					if(in_up_history==3'b001)begin
						game_state <= init;																 
					end
				end
			end
		default:	game_state<=init;	
		endcase
	end
end
always@(posedge clk120kHz or negedge rstn)begin														 
	if(~rstn)begin
		obs_left <=0;
	end
	else begin
		if(clk24HzSpike)begin
			case(game_state)
				init:begin
					obs_left	<= 16'd232;														 
				end
				playing:begin
					if(obs_left < 10)begin
						obs_left <= 240; 
					end
					else begin
						obs_left <= obs_left - 8; 
					end
				end
			endcase
		end
	end
end
endmodule
```
==> design notes <==
The flow ran to the end, but the final reports show violations. The final reports fail on hold timing. The leakage component of the power was reported as 1.02 nW. After synthesis, the most frequently instantiated cells are sky130_fd_sc_hd__dfrtp_1, sky130_fd_sc_hd__nor2_1, sky130_fd_sc_hd__nand2_1. The die boundary width is 84.3 µm. Wire segments on met2 add up to 1770 µm in the final route.

Counting flops with an async set or reset pin after synthesis yields a share of 100%. The total routed wirelength was 4160 µm. The tools report the number of distinct library cells after synthesis as 45. In this run, the clock network consumes 37.4% of the power. The class of the most critical hold timing path was clk2async.

Once synthesis finished, the tally of register bits stood at 34. The top cell type by instance count after synthesis was sky130_fd_sc_hd__dfrtp_1. The OpenROAD warning count came out at 30. The synthesized instance count is 219.

The number of antenna diodes in the final layout is 0. The tools report the final HPWL from detailed placement as 2850 µm. Per the Yosys statistics, synthesis produced 219 cells.

The count of final hold-check violations was 34; the synthesized area per cell was 9.27 µm². The count of nets left with antenna violations once routing finished came out at 0. The xor and xnor area share after synthesis was 5.18%; the overall die height was 84.3 µm. The area fraction in full adders, half adders and majority gates was 3.70%; the power density relative to cell area was 830 nW/µm².

For the number of global-route vias before repair, the log shows 1619. For reference, the most critical setup path is categorized as in2reg. For the completed layout, the total cell area is recorded as 2500 µm². Summing over every cut layer, the via total after detailed routing is 1623. The run gives 2030 µm² for the total cell area reported by yosys after synthesis. At the floorplan stage, the core utilization is reported as 31.4%. For this run the aggregate overflow at the end of global routing stands at 0. The share of total power dissipated in combinational logic is 30.9%. After layout, the setup clock skew is reported as 8.47 ps. Entering global routing, the biggest net connects 20 pins. TritonCTS built the clock tree. Of the total synthesized cell area, the portion taken by AND, OR, NAND and NOR gates is 24.6%. For reference, the top cells by area after synthesis are sky130_fd_sc_hd__dfrtp_1, sky130_fd_sc_hd__buf_4, sky130_fd_sc_hd__ha_1, sky130_fd_sc_hd__nor2_1, sky130_fd_sc_hd__or3_1. The sequential fraction of the synthesis area was 41.9%; the global-route wire length before repair was 7020 µm. The analysis reports a worst IR drop on VDD of 0.288 mV. The filler cells instantiated in the layout total 643.

The final report lists the setup-violating endpoint count as 0. At the worst endpoint, the required time is 3410 ps. Per the OpenROAD floorplan log, the area of the core is 6460 µm².

The report lists the cells along the critical path as clkdlybuf4s50_1, nor3b_1, and2_1, nand3_1, or3_1, a21oi_1. With the instance area after placement at 2290 µm², the measured slew at the worst slew-check pin is 638 ps. Input and output buffers added on the ports amount to 23.

On the worst setup and hold paths after CTS, the clock-pin slew comes to 80 ps. After detailed routing, the wire length on met1 is 2140 µm. The number of maximum-capacitance violations recorded for the run is 0. The final max-slew violation count is 0, and the layout overhead on the synthesized area is 23.0%. The cell with the largest stage delay on the worst path was sky130_fd_sc_hd__nor3b_1.

The first detailed-routing pass took 23 iterations. The OpenROAD report gives the critical path a data arrival time of 2740 ps. The number of enable-type register cells in the synthesized netlist is 0, and the number of warning messages in the yosys log is 2. For this design the top-level I/O count stands at 38.

Looking at the post-CTS report, the setup buffer insertion count equals 0. After synthesis, the share of cell area in mux cells is 4.31%. The tightest hold margin was -328 ps; the quantity of hold-fixing buffers added after cts was 0.

Setup repair after global routing left no endpoint under its margin. The cell area that synthesis handed to floorplanning was 2030 µm². Summed over all routing layers, the global router reports a total usage of 12.4%.

After floorplanning, the die was sized to cover 7100 µm². The run gives 0.846 mW for the net switching power. Biggest combinational cell group after synthesis: simple AND/OR/NAND/NOR gates.

The commonest register cell is sky130_fd_sc_hd__dfrtp_1. In the routed design, unresolved DRC markers number 0. The biggest area contributor in the post-synthesis netlist is sky130_fd_sc_hd__dfrtp_1. For the final routed database, the setup TNS stands at 0 ps. The floorplan has 29 rows. The script computed the net switching share of total power as 40.8%.

The post-route netlist has 12.6% of its cells at a drive strength greater than 1. The run gives 11 for the largest fanout of any net on the critical path. The worst setup path is launched from an input pin.

After detailed routing, the average wire length per cell comes to 12.6 µm. Per the slew report, the remaining headroom to the max-slew limit stands at 57.1%. The run gives 41.9% for the top cell type's share of synthesized area. With the count of buffering cells on the critical path with inverters included at 1, the number of DRC violations after detailed-routing iteration 0 is 96. The via-per-instance ratio came out at 4.92. The largest incremental delay on the critical path was 510 ps. The run gives 0 for the number of antenna violations at the first check in global routing. The nature of the critical path endpoint is a flop.

Wire segments on met3 add up to 179 µm in the final route. The final report gives the core utilization as 38.7%. Per the detail_route log, the uppermost layer with routed signals is met4. The weighted congestion reported at the end of routability-driven placement is 0.845. Top cell family by delay on the critical path: simple AND/OR/NAND/NOR gates. The and-or/or-and share of the synthesized area came out at 12.3%. The power report lists cell-internal power as 1.23 mW.

Sequential cells account for 31.7% of the total power. The number of gates resized after CTS is 0.
-- worst paths after layout --
path	start	to	slack [ps]	cells after the start
worst max-delay path	clk24Hz	rex_jmp_ptr[7]	670	6
worst min-delay path	rstn	obs_left[10]	-330	2
worst max register to register	obs_left[9]	obs_left[8]	780	5
worst min register to register	rex_down[1]	rex_down[1]	480	2
max in group asynchronous	rstn	rex_down[4]	3400	2
min in group clk0	rex_down[1]	rex_down[1]	480	2
-- logic make-up (layout without fill, tap and decap cells) --
group | count (synthesis) | count (layout)
multiplexers | 8 | 8
flip-flops | 34 | 34
other | 1 | 13
AND/OR/NAND/NOR | 91 | 91
buffers and inverters | 27 | 49
XOR/XNOR | 12 | 12
adder cells (fa/ha/maj) | 6 | 6
AND-OR/OR-AND | 40 | 40
-- registers in the layout (all words and copies together), names as in the netlist --
name            cells
clk24HzHistory      1
rex_falling         1
game_state          2
rex_jmp_ptr         8
in_up_history       3
rex_down            6
obs_left           13
-- final cells by class --
type | instances | area [µm²] | area share [%]
inverter | 7 | 26.3 | 1.05
clock buffer | 10 | 138 | 5.51
timing repair buffer | 26 | 253 | 10.1
sequential | 34 | 851 | 34.1
clock inverter | 6 | 66.3 | 2.66
tap | 77 | 96.3 | 3.86
multi-input combinational | 170 | 1070 | 42.7
-- stage by stage --
stage	hold WS, ps	std cells	setup WS, ps	total power [mW]
finish	-328	330	672	2.07
CTS	-322	330	710	2.13
floorplan	-296	231	1120	1.10
detailed placement	-296	314	427	1.31
global placement	-296	314	527	1.30
global route	-323	330	528	2.26
-- placed cells by master (no fill, tap or decap), types with 4 or more instances in the layout --
master	netlist	final
sky130_fd_sc_hd__a21oi_1	12	12
sky130_fd_sc_hd__clkbuf_8	0	10
sky130_fd_sc_hd__clkdlybuf4s50_1	0	23
sky130_fd_sc_hd__conb_1	1	13
sky130_fd_sc_hd__dfrtp_1	34	34
sky130_fd_sc_hd__ha_1	6	6
sky130_fd_sc_hd__inv_1	7	7
sky130_fd_sc_hd__mux2_2	6	6
sky130_fd_sc_hd__nand2_1	18	18
sky130_fd_sc_hd__nand2b_1	5	5
sky130_fd_sc_hd__nor2_1	19	19
sky130_fd_sc_hd__nor3_1	7	7
sky130_fd_sc_hd__nor3b_1	4	4
sky130_fd_sc_hd__nor4_1	6	6
sky130_fd_sc_hd__o21ai_0	12	12
sky130_fd_sc_hd__or3_1	11	11
sky130_fd_sc_hd__xnor2_1	5	5
sky130_fd_sc_hd__xor2_1	7	7
-- power groups by stage --
stage	Sequential (mW)	Clock, mW	Combinational (mW)
6_report	0.658	0.776	0.640
4_1_cts	0.659	0.825	0.645
5_1_grt	0.680	0.856	0.725
-- routing by layer --
| metal | vias to the layer above | GRT usage, % |
|---|---|---|
| li1 | 817 | - |
| met3 | 7 | 5.08 |
| met4 | 0 | 7.05 |
| met2 | 31 | 16.5 |
| met1 | 768 | 17.3 |
| met5 | - | 0 |
No activity file was given, so power comes from the tool's default toggle rates.
